==> ./design.v <==
module counter(clk, load, value, decr, timeup);
input clk, load, decr;
input [7:0] value;
output timeup;
reg [7:0] count;
assign timeup = (count == 0) ? 1 : 0;
always @(posedge clk)
  begin
  if (load)
    begin
    count <= value;
    end
  else if (decr && (count != 0))
    begin
    count <= count - 8'b1;
    end
  else
    count <= count;
  end
endmodule
`timescale 1s / 1ms
module fsm(Clock, Reset, S1, S2, S3, L1, L2, L3);
  input Clock;
  input Reset;
  input  
  S1,  
  S2,  
  S3;  
  output reg [1:0]  
  L1,  
  L2,  
  L3;  
  logic greendecr, yellowdecr, load, enHarrison, enFourth, keepfourth;
  logic [7:0] nbgreen, ewgreen, yellow, greenval;
  enum bit [1:0] {FLASH = 2'b00,
                    FOURTH = 2'b01,
                    HARRISON = 2'b10} State, Next;
  assign nbgreen = 8'b00101100;
  assign ewgreen = 8'b00001110;
  assign keepfourth = S1 && !(S2 || S3);
  counter cgreen(Clock, load, greenval, greendecr, tugreen);
  counter cyellow(Clock, load, 8'b00000011, yellowdecr, tuyellow);
  tlight t1(L1, S1, tugreen, keepfourth, tuyellow, Clock, Reset, enFourth);
  tlight t2(L2, S2|S3, tugreen, 1'b0, tuyellow, Clock, Reset, enHarrison);
  tlight t3(L3, S3|S2, tugreen, 1'b0, tuyellow, Clock, Reset, enHarrison);
  always_ff @(posedge Clock)
    begin
    if (!Reset)
      begin
      load = 0;
      greendecr = 0;
      yellowdecr = 0;
      enFourth = 0;
      enHarrison = 0;
      State <= FLASH;
      end
    else
      begin
      case(State)
        HARRISON:
          begin
            if(load)
              load = 0;
            else
              begin
              if(tugreen)
                begin
                greendecr = 0;
                greenval = nbgreen;
                load = 1;
                yellowdecr = 1;
                end
              else if(tuyellow)
                begin
                yellowdecr = 0;
                load = 1;
                greendecr = 1;
                enFourth = 1;
                enHarrison = 0;
                State <= Next;
                end
              end
          end
        FOURTH:
          begin
            enHarrison = 0;
            if(load)
              begin
              load = 0;
              end
            else
              begin
              greendecr = 1;
              if(tugreen && !keepfourth)
                begin
                greendecr = 0;
                greenval = ewgreen;
                load = 1;
                yellowdecr = 1;
                end
              else if (tuyellow)
                begin
                yellowdecr = 0;
                greendecr = 1;
                load = 1;
                enHarrison = 1;
                enFourth = 0;
                State <= Next;
                end
              end
          end
        FLASH:
          begin
            greenval = nbgreen;
            load = 1;
            enFourth = 1;
            enHarrison = 1;
            State <= Next;
          end
      endcase
      end  
  end  
  always_comb
    begin
    Next = State;
    case (State)
      FOURTH: Next = HARRISON;
      HARRISON: Next = FOURTH;
      FLASH: Next = FOURTH;
    endcase
    end
endmodule
module tlight(light, sensor, tugreen, keepgreen, tuyellow, clk, reset, enable);
  output logic [1:0] light;
  input sensor, keepgreen;
  input clk, reset, tugreen, tuyellow, enable ;
  enum bit [2:0] {FLASH = 3'b000,
                    GREEN = 3'b001,
                    YELLOW = 3'b010,
                    RED = 3'b100} State, Next;
  always_ff @(posedge clk, negedge reset)
    begin
    if (!reset) State <= FLASH;
    else if(enable) State <= Next;
  end
  always_comb
    begin
    Next = State;
    case (State)
      RED: Next = GREEN;
      GREEN: if (tugreen && !keepgreen) Next = YELLOW;
      YELLOW: if (tuyellow) Next = RED;
      FLASH: Next = RED;
    endcase
    end
    always_comb
      begin
      light = 2'b00;
      case (State)
        FLASH: light = 2'b00;
        GREEN: light = 2'b01;
        YELLOW: light = 2'b10;
        RED: light = 2'b11;
      endcase
      end
endmodule
==> ./run.sh <==
#!/bin/bash
# OpenROAD 26Q1-2900-gdf79404cd8, Yosys 0.63+post, stock flow scripts
make -C /OpenROAD-flow-scripts/flow DESIGN_CONFIG=/design/flow/config.mk WORK_HOME=/design/flow/orfs finish
==> ./config.mk <==
export PLATFORM = sky130hd
export DESIGN_NAME = fsm
export DESIGN_NICKNAME = fsm
export VERILOG_FILES = /design/flow/design.v
export SDC_FILE = /design/flow/constraint.sdc
export NUM_CORES = 4
export LEC_CHECK = 1
export CORE_AREA = 10 10 109 109
export DIE_AREA = 0 0 119 119
==> ./constraint.sdc <==
current_design fsm

set clk_period 3.0
set clk_io_pct 0.2

create_clock -name clk0 -period $clk_period [get_ports {Clock}]

set non_clock_inputs [all_inputs -no_clocks]
set_input_delay [expr $clk_period * $clk_io_pct] -clock clk0 $non_clock_inputs
set_output_delay [expr $clk_period * $clk_io_pct] -clock clk0 [all_outputs]
==> node_exporter_impl.prom <==
# HELP chip_impl_metric Metrics from one implementation run
# TYPE chip_impl_metric gauge
chip_impl_metric{name="area_delta_synth_final",unit="%"} 19.1
chip_impl_metric{name="fp-utilization",unit=""} 0.189
chip_impl_metric{name="p_int",unit="W"} 0.000886
chip_impl_info{name="synth_dominant_cell_count",value="sky130_fd_sc_hd__nor2_1"} 1
chip_impl_metric{name="synth_cells",unit=""} 178
chip_impl_metric{name="synthesis.area_per_instance",unit="µm²"} 10.2
chip_impl_metric{name="edf_count",unit=""} 10
chip_impl_metric{name="grt.overflow.total",unit=""} 0
chip_impl_metric{name="place.port_buffers",unit=""} 10
chip_impl_metric{name="post_route_drc",unit=""} 0
chip_impl_info{name="globalRoute.busiestLayer",value="met2"} 1
chip_impl_metric{name="ys_seq_frac",unit=""} 0.509
chip_impl_metric{name="ys.flops",unit=""} 38
chip_impl_metric{name="critical_path_peak_fanout",unit=""} 6
chip_impl_metric{name="std_cell_rows",unit=""} 36
chip_impl_metric{name="route.detailed.vias_per_inst",unit=""} 4.19
chip_impl_info{name="dominantRegCellSynth",value="sky130_fd_sc_hd__dfxtp_1"} 1
chip_impl_metric{name="total_switching_power",unit="W"} 0.000259
chip_impl_metric{name="die_area",unit="mm²"} 0.0142
chip_impl_metric{name="dpl.hpwl",unit="mm"} 2.39
chip_impl_metric{name="groute.layer.met3.usage",unit=""} 0.0125
chip_impl_metric{name="ctsResizeCount",unit=""} 0
chip_impl_metric{name="m1_gr_usage",unit=""} 0.0735
chip_impl_metric{name="boundaryPins",unit=""} 11
chip_impl_metric{name="max-clock-path-buffers",unit=""} 2
chip_impl_info{name="ys_top_cells_by_area",value="sky130_fd_sc_hd__dfxtp_1 (18%), sky130_fd_sc_hd__edfxtp_1 (17%), sky130_fd_sc_hd__dfrtp_1 (12%), sky130_fd_sc_hd__dfstp_2 (4.3%), sky130_fd_sc_hd__a21oi_1 (4.1%)"} 1
chip_impl_metric{name="async_flop_share",unit=""} 0.316
chip_impl_metric{name="die_x",unit="µm"} 119
chip_impl_info{name="clock_tree_from_tritoncts",value="yes"} 1
chip_impl_info{name="outcome",value="finished, final reports clean"} 1
chip_impl_metric{name="arrival_time_reported_for_the_critical_path_endpoint",unit="ns"} 2.26
chip_impl_metric{name="drv_cap",unit=""} 0
chip_impl_info{name="cp-end-kind",value="flop"} 1
chip_impl_metric{name="power.leakage",unit="nW"} 0.776
chip_impl_metric{name="dp_worst_setup_slack",unit="ns"} 0.772
chip_impl_metric{name="first_pass_iters",unit=""} 4
chip_impl_info{name="critical_path_start_type",value="flop"} 1
chip_impl_metric{name="final_worst_path_setup_slack",unit="ns"} 0.716
chip_impl_metric{name="power.share.sequential",unit=""} 0.539
chip_impl_metric{name="layout_worst_path_cycle_share",unit=""} 0.761
chip_impl_metric{name="place_congestion",unit=""} 0.874
chip_impl_info{name="cts_root_buf",value="sky130_fd_sc_hd__clkbuf_8"} 1
chip_impl_metric{name="achievable-frequency",unit="MHz"} 438
chip_impl_info{name="path_class",value="reg -> reg"} 1
chip_impl_metric{name="synth_cell_type_count",unit=""} 52
chip_impl_info{name="synth_cell_count_leaders",value="sky130_fd_sc_hd__nor2_1 (18), sky130_fd_sc_hd__dfxtp_1 (16), sky130_fd_sc_hd__a21oi_1 (15)"} 1
chip_impl_metric{name="drive_gt1_frac",unit=""} 0.127
chip_impl_metric{name="stage_log_warnings",unit=""} 26
chip_impl_metric{name="power.share.switching",unit=""} 0.226
chip_impl_metric{name="period_minus_slack",unit="ns"} 2.28
chip_impl_info{name="grt_setup_unrepaired",value="no"} 1
chip_impl_metric{name="synth_area",unit="mm²"} 0.00182
chip_impl_metric{name="clock_tree.htree_level_count",unit=""} 2
chip_impl_metric{name="rrSetupSlack",unit="ns"} 0.72
chip_impl_metric{name="drt-total-wl",unit="mm"} 3.32
chip_impl_metric{name="core_region",unit="mm²"} 0.00964
chip_impl_metric{name="grt.met2_usage",unit=""} 0.0754
chip_impl_metric{name="grt_pass1_vias",unit=""} 1321
chip_impl_metric{name="die_height",unit="µm"} 119
chip_impl_metric{name="dp_cells",unit=""} 314
chip_impl_metric{name="via_count",unit=""} 1350
chip_impl_metric{name="worst_pin_slew",unit="ns"} 0.849
chip_impl_metric{name="cts-buffers-inserted",unit=""} 5
chip_impl_metric{name="grt_start_max_net_pins",unit=""} 24
chip_impl_metric{name="worst_clock_skew",unit="ns"} 0.00395
chip_impl_metric{name="stdcell_count",unit=""} 322
chip_impl_metric{name="critPathRequiredTime",unit="ns"} 2.98
chip_impl_metric{name="pwr-share-comb",unit=""} 0.097
chip_impl_metric{name="clkSlewWorstSetupHoldPaths",unit="ns"} 0.07
chip_impl_metric{name="post-cts-setup-buffer-count",unit=""} 0
chip_impl_metric{name="layout_utilization",unit=""} 0.225
chip_impl_metric{name="cts_num_sinks",unit=""} 38
chip_impl_metric{name="top_area_frac",unit=""} 0.176
chip_impl_metric{name="cts-hold-fix-buffers",unit=""} 0
chip_impl_metric{name="insertion_delay",unit="ns"} 0.28
chip_impl_metric{name="wl_per_cell",unit="µm"} 10.3
chip_impl_metric{name="antenna_found_initial",unit=""} 0
chip_impl_metric{name="timing.final.setup_violations",unit=""} 0
chip_impl_metric{name="slew_violations",unit=""} 0
chip_impl_metric{name="gr-usage-all-layers",unit=""} 0.0503
chip_impl_metric{name="slew_headroom",unit=""} 0.433
chip_impl_metric{name="grt_first_pass_wirelength",unit="mm"} 6.26
chip_impl_metric{name="finalPower",unit="W"} 0.00115
chip_impl_metric{name="ys.warnings.count",unit=""} 5
chip_impl_info{name="post-synth-top-area-cell",value="sky130_fd_sc_hd__dfxtp_1"} 1
chip_impl_metric{name="initialDrtViolationCount",unit=""} 122
chip_impl_metric{name="ys_cells",unit=""} 178
chip_impl_metric{name="power.density_cell_area",unit="mW/mm²"} 529
chip_impl_metric{name="irDropWorstVdd",unit="mV"} 0.166
chip_impl_info{name="hold_path_class",value="reg -> reg"} 1
chip_impl_metric{name="timing.final.hold_violations",unit=""} 0
chip_impl_metric{name="fin_setup_tns",unit="ns"} 0
chip_impl_metric{name="ys_chip_area",unit="mm²"} 0.00182
chip_impl_metric{name="ant_nets",unit=""} 0
chip_impl_metric{name="filler_instances",unit=""} 1043
chip_impl_metric{name="power.share.clock",unit=""} 0.364
chip_impl_metric{name="antenna_cells",unit=""} 0
-- layout make-up --
cell class,instances,area [µm²],area share
flip-flops and latches,38,925,0.427
clock buffers,7,76.3,0.0353
inverters,8,30.0,0.0139
multi-input cells,124,830,0.383
clock inverters,1,30.0,0.0139
well taps,133,166,0.0769
repair buffers,11,108,0.0497
-- power groups by stage --
stage                 logic (W)  registers [W]  clock network (W)
after CTS              0.000114       0.000617           0.000430
after global routing   0.000127       0.000626           0.000461
final                  0.000112       0.000617           0.000417
-- critical path, cell delays in order, from the launching register on --
cell,delay (ns)
sky130_fd_sc_hd__edfxtp_1,0.46
sky130_fd_sc_hd__inv_1,0.11
sky130_fd_sc_hd__ha_1,0.23
sky130_fd_sc_hd__or3b_1,0.46
sky130_fd_sc_hd__a211oi_1,0.33
sky130_fd_sc_hd__nand2b_1,0.15
sky130_fd_sc_hd__a21oi_1,0.24
-- metrics by stage --
stage	hold slack, ns	cell area [µm²]
global placement	0.473	2060
detailed placement	0.475	2060
CTS	0.488	2160
floorplan	0.304	1820
finish	0.486	2160
global route	0.497	2160
-- placed cells by master (no fill, tap or decap), types with 2 or more instances in the layout --
cell type	count
sky130_fd_sc_hd__o41ai_1	2
sky130_fd_sc_hd__a211oi_1	4
sky130_fd_sc_hd__o21ai_2	2
sky130_fd_sc_hd__clkbuf_1	2
sky130_fd_sc_hd__a31oi_1	3
sky130_fd_sc_hd__nor2b_1	4
sky130_fd_sc_hd__o21ai_0	3
sky130_fd_sc_hd__a32o_1	3
sky130_fd_sc_hd__xnor2_1	7
sky130_fd_sc_hd__xor2_1	3
sky130_fd_sc_hd__or2_2	7
sky130_fd_sc_hd__nor2_1	18
sky130_fd_sc_hd__clkbuf_8	5
sky130_fd_sc_hd__inv_1	8
sky130_fd_sc_hd__dfxtp_1	16
sky130_fd_sc_hd__nor3b_1	2
sky130_fd_sc_hd__nor3_1	2
sky130_fd_sc_hd__or4_1	3
sky130_fd_sc_hd__a21oi_1	15
sky130_fd_sc_hd__nand2b_1	4
sky130_fd_sc_hd__ha_1	3
sky130_fd_sc_hd__edfxtp_1	10
sky130_fd_sc_hd__nand3_1	2
sky130_fd_sc_hd__nand2_1	9
sky130_fd_sc_hd__clkdlybuf4s50_1	10
sky130_fd_sc_hd__nor4b_1	2
sky130_fd_sc_hd__dfrtp_1	9
sky130_fd_sc_hd__dfstp_2	3
sky130_fd_sc_hd__nor4_1	2
sky130_fd_sc_hd__a22o_1	3
-- cell families after synthesis --
logic type               Yosys count  share of synthesized area
AND/OR/NAND/NOR                   63                      0.199
AND-OR/OR-AND                     46                      0.177
flip-flops                        38                      0.509
buffers and inverters             16                     0.0351
XOR/XNOR                          10                     0.0482
adder cells (fa/ha/maj)            3                     0.0206
multiplexers                       2                     0.0117
-- per-layer routing --
metal / wire (µm) / vias up
li1: - / 668
met1: 1700 / 652
met2: 1450 / 26
met3: 127 / 4
met4: 46 / 0
met5: 0 / -
-- sequential cells by signal (all words and copies together) (netlist names), 2 cells and up --
name,cells
t1.State,4
State,3
cyellow.count,8
t2.State,4
cgreen.count,8
t3.State,4
greenval,2
-- worst paths after layout --
| check | startpoint | end | cells past startpoint |
|---|---|---|---|
| setup / recovery | cgreen.count[0]$_SDFFCE_PP0P_ | greenval[5]$_DFFE_PP_ | 6 |
| hold / removal | t1.State[0]$_DFF_PN1_ | t1.State[0]$_DFF_PN1_ | 1 |
| setup reg to reg | cgreen.count[0]$_SDFFCE_PP0P_ | greenval[5]$_DFFE_PP_ | 6 |
| hold reg to reg | t1.State[0]$_DFF_PN1_ | t1.State[0]$_DFF_PN1_ | 1 |
| max in group asynchronous | Reset | t3.State[0]$_DFF_PN1_ | 2 |
| min in group asynchronous | Reset | t1.State[1]$_DFF_PN0_ | 2 |
Power and IR drop assume default switching activity.
